### flow/run.sh
#!/bin/bash
# OpenROAD 26Q1-2900-gdf79404cd8, Yosys 0.63+post, stock flow scripts
make -C /OpenROAD-flow-scripts/flow DESIGN_CONFIG=/design/flow/config.mk WORK_HOME=/design/flow/orfs finish
### flow/constraint.sdc
current_design ALU

set clk_period 1.8
set clk_io_pct 0.2

create_clock -name clk0 -period $clk_period

set non_clock_inputs [all_inputs -no_clocks]
set_input_delay [expr $clk_period * $clk_io_pct] -clock clk0 $non_clock_inputs
set_output_delay [expr $clk_period * $clk_io_pct] -clock clk0 [all_outputs]
### flow/config.mk
export PLATFORM = sky130hd
export DESIGN_NAME = ALU
export DESIGN_NICKNAME = ALU
export VERILOG_FILES = /design/flow/design.v
export SDC_FILE = /design/flow/constraint.sdc
export NUM_CORES = 4
export LEC_CHECK = 1
export CORE_AREA = 10 10 76 76
export DIE_AREA = 0 0 86 86
### flow/design.v
module ALU(
	input[7:0] a, 
    input[7:0] b,
    input[2:0] operation,
    output[7:0] out,
    output carryOut);
    reg[7:0] ALU_reg;
    wire[8:0] tmp;
    assign out=ALU_reg;
    assign tmp = a+b;
    assign carryOut = tmp[5];
    always @(*) begin
    	case(operation)  
    		3'b000: ALU_reg = a+b;  
    		3'b001: ALU_reg = a-b;  
    		3'b010: ALU_reg = a^b;  
    		3'b011: ALU_reg = a|b;  
    		3'b100: ALU_reg = a&b;  
    	endcase
    end
endmodule
==> Changelog: implementation <==
### Physical design

- Register pins left without a clock: 8
- Post-synthesis register bit count: 8
- Main area contributors: ha_1 26%, dlxtn_1 10%, xnor2_1 7.6%
- Most frequent cell after synthesis: ha_1
- # diodes: 0
- DP HPWL: 2.38 mm
- GRT Total Usage: 0.0741
- Final core utilization: 0.414
- Pleak: 0.794 nW
- Worst setup margin: -123 ps
- Final setup violation count: 1
- Crit path kind: in2out
- Yosys cell count: 145
- Cell taking the most area after synthesis: ha_1
- Routed wire length: 2.85 mm
- Worst EP required: 1440 ps
- Syn avg cell area: approximately 8.0 µm²
- Post-synth cell types: 33
- Routed WL per cell: 11.9 µm
- Hold Path Stages: 5
- Fin crit period: 1920 ps
- Slew @ Worst Pin: 705 ps
- Number of I/O pins: 28
- Failing checks: negative setup slack
- DRT iter0 DRCs: 73
- Slew headroom: 0.528
- Largest net degree at the start of global routing: 20
- Initial antenna violation count: 0
- Critical-path top delay cell: a21o_1
- Vias in the first global route: around 1000
- Tool warning count: ~43
- Comb gate area: 1000 µm²
- Max-Cap Viols: 0
- Crit. End Element: primary output
- Pwr dens: 291 nW/µm²
- Die Area: 7400 µm²
- Post-synth top flop: dlxtn_1
- Via Count: between 1000 and 1500
- Peak supply drop: 79.1 µV
- Port bufs: 28
- Grt total ovfl: 0
- Mapped cell area: 1160 µm²
- Hold_buf cts: 0
- Filler Cell Count: about 400
- EDFF count, synth: 0
- Top cell by count, worst path: a21o_1
- CORE AREA: about 4000 µm²
- Crit Path Max Fanout: 2
- Gpl congestion: between 0.8 and 0.9
- Via density: roughly 4.4
- Seq. cell area: 120 µm²
- Starting density of the core: 0.282
- Critical path cell sequence: buf_8 > buf_6 > ha_4 > a21o_1 > a21o_1 > a21o_1 > a21oi_2 > xnor2_1 > buf_2
- Share of layout cells above drive strength 1: 0.238
- # DRC: 0
- Final Hold Fails: 0
- Largest register FFs: 8
- Endpoints left unconstrained: 16
- First-pass GRT wire length: 4.80 mm
- Startpoint Class: input port
- Max-area cell share: 0.259
- Final Power: around 0.49 mW
- Fmax: 520 MHz
- Final Max Slew Viols: 0
- Async S/R FF share, synth: 0
- Cells after synthesis: approximately 150
- Area grow syn2layout: 47.0%
- Slowest cell delay on critical path: 160 ps
- Placed Cells: approximately 240
- Arrival @ worst endpoint: 1560 ps
- Status: finished with violations
- Post-synthesis chip area from yosys: 1160 µm²
- Layout Cells excl Fill: 239
- Die Height: 86 µm
- Die Width: 86 µm
- Unrepaired setup endpoints after global routing: yes
- Yosys warnings: 1
- Worst hold-check path type: in2out
- Pre-antenna DRT Iters: 4
- FP Rows: 23
- Routed Antenna Nets: 0
- Top cells by count: 24 x ha_1, 18 x inv_1, 10 x nor2_1, 10 x xnor2_1
- Final period util: 1.07
cells in the final DEF, fill, tap and decap left out, types with 2 or more instances in the layout:
| cell | synthesis | layout |
|---|---|---|
| a211oi_1 | 5 | 5 |
| a21o_1 | 6 | 6 |
| a21oi_1 | 8 | 7 |
| a31oi_1 | 4 | 4 |
| buf_2 | 1 | 3 |
| buf_4 | 1 | 19 |
| buf_6 | 3 | 4 |
| clkdlybuf4s15_2 | 0 | 2 |
| clkdlybuf4s50_1 | 0 | 19 |
| dlxtn_1 | 8 | 8 |
| dlygate4sd2_1 | 0 | 2 |
| ha_1 | 24 | 18 |
| ha_4 | 0 | 6 |
| inv_1 | 18 | 12 |
| inv_2 | 0 | 4 |
| inv_4 | 0 | 2 |
| mux2i_1 | 4 | 4 |
| nand2_1 | 7 | 7 |
| nand2b_1 | 6 | 6 |
| nor2_1 | 10 | 10 |
| nor2b_1 | 2 | 2 |
| nor3_1 | 2 | 2 |
| nor3b_1 | 2 | 2 |
| nor3b_2 | 2 | 2 |
| o21ai_0 | 6 | 6 |
| o221ai_1 | 2 | 2 |
| xnor2_1 | 10 | 10 |
| xor2_1 | 3 | 3 |
worst max-delay path: cells and delay by family:
kind / cells / cell delay [ps]
buffers and inverters: 3 / 330
AOI/OAI and AO/OA: 4 / 570
adders and majority gates: 1 / 150
xor gates and xnor gates: 1 / 130
area by class of cell:
type / instances / share of cell area
tap: 50 / 0.0367
timing repair buffer: 50 / 0.263
sequential: 8 / 0.0705
multi-input combinational: 113 / 0.587
inverter: 18 / 0.0426
logic make-up (layout without fill, tap and decap cells):
family	after synthesis	in the layout	synth area share
AND-OR/OR-AND	37	37	0.214
AND/OR/NAND/NOR	34	34	0.172
adder cells (fa/ha/maj)	25	25	0.276
buffers and inverters	24	68	0.102
XOR/XNOR	13	13	0.0983
latches	8	8	0.104
multiplexers	4	4	0.0346
layer usage:
metal | up-vias | global-route usage | wire length [µm] | part of all wire
li1 | 593 | - | - | -
met1 | 446 | 0.111 | 1490 | 0.52
met2 | 19 | 0.116 | 1230 | 0.43
met3 | 0 | 0.00953 | 128 | 0.045
met4 | 0 | 0 | 0 | 0
met5 | - | 0 | 0 | 0
where the power goes:
group / total, mW / leakage [nW] / internal, mW / switching [mW]
Sequential: 0.0361 / 0.0647 / 0.0327 / 0.00343
Clock: 0 / 0 / 0 / 0
Combinational: 0.459 / 0.729 / 0.252 / 0.207
Total: 0.495 / 0.794 / 0.284 / 0.210
metrics by stage:
stage / setup slack [ps] / hold WS [ps] / cell area, µm² / TNS (ps)
after floorplan: 17.3 / 940 / 1160 / 0
after global placement: -1110 / 1870 / 1590 / -1110
after detailed placement: -1110 / 1850 / 1590 / -1110
after CTS: -134 / 1540 / 1700 / -134
after global routing: -193 / 1610 / 1700 / -193
final: -123 / 1530 / 1700 / -123
worst paths after layout:
check | slack [ps] | endpoint | start
worst max-delay path | -120 | carryOut | a[1]
worst min-delay path | 1530 | carryOut | b[5]
repair_timing:
action / CTS / global route
endpoints found under the setup margin: 1 / 1
buffers inserted: 4 / 0
pin swaps: 6 / 0
endpoints found under the hold margin: 0 / 0
resized: 48 / 3
Power and IR drop assume default switching activity.
