**flow/design.v**
```verilog
module sequence_detector(
	input inp, reset, clock,
	output reg outp);
parameter 
	ZERO = 4'b0000,
	ONE = 4'b0001,
	ONEzero = 4'b0010,
	ONEzeroONE = 4'b0101,
	ONEzeroONEone = 4'b1011;
	reg[3:0] current_state, next_state;
	always @(posedge clock, posedge reset) begin
		if(reset==1) current_state<= ZERO;
		else current_state<=next_state;
	end
	always @(current_state, inp) begin
		case(current_state)
			ZERO: begin
					if(inp==1) next_state = ONE;
					else next_state = ZERO;
				end
			ONE: begin
					if(inp==0) next_state = ONEzeroONE;
					else next_state = ONE;
				end
			ONEzero: begin
					if(inp==0) next_state = ZERO;
					else next_state = ONEzeroONE;
				end
			ONEzeroONE: begin
					if(inp==0) next_state = ONEzero;
					else next_state = ONEzeroONEone;
				end
			ONEzeroONEone: begin
					if(inp==0) next_state = ONEzero;
					else next_state = ONE;
				end
			default: next_state = ZERO;
		endcase
	end
	always @(current_state) begin
		case(current_state)
			ZERO: outp<=0;
			ONE : outp<=1;
			ONEzero: outp<=0;
			ONEzeroONE: outp<=0;
			ONEzeroONEone: outp<=1;
		endcase
	end
endmodule
```
**flow/run.sh**
```bash
#!/bin/bash
# OpenROAD 26Q1-2900-gdf79404cd8, Yosys 0.63+post, stock flow scripts
make -C /OpenROAD-flow-scripts/flow DESIGN_CONFIG=/design/flow/config.mk WORK_HOME=/design/flow/orfs finish
```
**flow/config.mk**
```make
export PLATFORM = sky130hd
export DESIGN_NAME = sequence_detector
export DESIGN_NICKNAME = sequence_detector
export VERILOG_FILES = /design/flow/design.v
export SDC_FILE = /design/flow/constraint.sdc
export NUM_CORES = 4
export LEC_CHECK = 1
export CORE_AREA = 10 10 70 70
export DIE_AREA = 0 0 80 80
```
**flow/constraint.sdc**
```tcl
current_design sequence_detector

set clk_period 1.1
set clk_io_pct 0.2

create_clock -name clk0 -period $clk_period [get_ports {clock}]

set non_clock_inputs [all_inputs -no_clocks]
set_input_delay [expr $clk_period * $clk_io_pct] -clock clk0 $non_clock_inputs
set_output_delay [expr $clk_period * $clk_io_pct] -clock clk0 [all_outputs]
```
==> flow_summary.json <==
{
  "status": "completed",
  "synth-async-reset-ratio": 0.833,
  "yosysWarnings": 1,
  "critPathBufInv": 1,
  "timing.final.crit_share": 0.831,
  "synth_area_per_cell_sq_um": 12.9,
  "num_antenna_cells": 0,
  "grt_setup_unrepaired": "false",
  "max_stage_delay_ps": 490,
  "die_width_um": 80,
  "syn_area_sq_um": 206,
  "fmax_mhz": 1090,
  "cp.arrival_ps": 1040,
  "antenna_found_initial": 0,
  "synth_top_area_share": 0.485,
  "post_cts_resized": 0,
  "synth.area.top_cells": "dfrtp_1 48%, dfstp_2 13%, nor2_1 7.3%",
  "holdBufCountCts": 0,
  "yosysUniqueCellTypes": 10,
  "ant_nets": 0,
  "largest_area_cell": "dfrtp_1",
  "vias": 135,
  "die_area_sq_um": 6400,
  "ctsHtreeMaxLevel": 1,
  "tightest_slew_ps": 185,
  "untimed_endpoints": 2,
  "stdcell_area_sq_um": 328,
  "grtUsageTotal": 0.0137,
  "clock_latency_ps": 240,
  "hold_viol": 0,
  "area_delta_synth_final_pct": 58.8,
  "crit_type": "primary input to flip-flop",
  "placed_area_sq_um": 302,
  "unclocked_pins": 1,
  "io_buffers": 3,
  "dr.pass1.iters": 2,
  "vdd_drop_max_mv": 0.284,
  "cts_tree": "built",
  "synthFlopType": "dfrtp_1",
  "slowest_stage": "clkdlybuf4s50_1",
  "place_congestion": 0.640,
  "clk_pin_slew_worst_paths_ps": 40,
  "die_h_um": 80,
  "grt.overflow.total": 0,
  "postCtsSetupBuffers": 0,
  "synthCells": 16,
  "edf_count": 0,
  "synthTopCellsByCount": "4 x dfrtp_1, 4 x nor2_1",
  "ys_cells": 16,
  "path_max_fanout": 2,
  "cts_buffer_depth": 2,
  "num_rows": 21,
  "cts_buffers": 3,
  "floorplan.core_util": 0.0604,
  "drv_slew": 0,
  "grt_pass1_vias": 141,
  "crit_chain": "clkdlybuf4s50_1, mux2_2",
  "p_leak_nw": 0.134,
  "skew_ps": 7.17,
  "ys_area_sq_um": 206,
  "vias_per_cell": 1.93,
  "clock_tree.root_cell": "clkbuf_4",
  "cp.required_ps": 1230,
  "wirelength_um": 373,
  "setup_viol": 0,
  "cap_violations": 0,
  "grt_max_degree": 6,
  "critPathLaunchType": "primary input",
  "fin_ws_ps": 186,
  "pre_cts_ws_ps": -60.4,
  "drc": 0,
  "post-route-min-period_ps": 914,
  "endpoint_kind": "flip-flop",
  "post_drt_wl_per_cell_um": 5.33,
  "ioPinCount": 4,
  "ys_ff": 6,
  "warnings": 25,
  "crit_family": "buffers and inverters",
  "grt_pass1_wl_um": 627,
  "drive_above_1_share": 0.333,
  "hold_path_class": "primary input to async pin",
  "drt_iter0_drc": 17,
  "power.density_nw_per_um2": 1590,
  "layout.filler_cells": 399,
  "relSlewSlack": 0.877,
  "core_area_sq_um": 3420
}
through the flow:
step | total power, mW | TNS (ps) | utilization | hold WS, ps | cells
CTS | 0.530 | 0 | 0.0960 | 179 | 70
detailed placement | 0.315 | -60.4 | 0.0883 | 440 | 66
floorplan | 0.283 | 0 | - | -2.21 | 16
global placement | 0.313 | -51.9 | 0.0883 | 438 | 66
finish | 0.520 | 0 | 0.0960 | 173 | 70
global route | 0.561 | 0 | 0.0960 | 188 | 70
flip-flops by register name, summed over array words and instances (netlist names):
name	count
outp	1
current_state	5
layout make-up:
type	count	area [sq um]	area share
sequential	6	141	0.431
timing repair buffer	4	37.5	0.115
multi-input combinational	9	61.3	0.187
clock buffer	4	26.3	0.0802
inverter	1	3.75	0.0115
tap	46	57.6	0.176
worst register-to-register path, cell delays in order (launching register included):
cell	delay [ps]
dfrtp_1	370
or2_4	260
o21a_1	170
kinds of logic (layout without fill, tap and decap cells):
group / count (synthesis) / count (layout) / synth area share
AOI/OAI and AO/OA: 1 / 1 / 0.0364
DFF: 5 / 5 / 0.612
latches: 1 / 1 / 0.0727
buffers and inverters: 1 / 9 / 0.0182
and+or+nand+nor: 7 / 7 / 0.206
muxes: 1 / 1 / 0.0545
per-layer routing:
metal | wire, um | vias to the layer above | global-route usage | share of wire
met5 | 0 | - | 0 | 0
met4 | 0 | 0 | 0.00352 | 0
met3 | 69 | 0 | 0.0205 | 0.18
met2 | 143 | 5 | 0.0136 | 0.38
met1 | 160 | 63 | 0.0147 | 0.43
li1 | - | 67 | - | -
where the power goes:
part	internal [mW]	leakage [nW]	switching, mW
Sequential	0.223	0.0729	0.0157
Clock	0.137	0.0150	0.0717
Combinational	0.0480	0.0462	0.0247
placed cells by master, fill, tap and decap left out, types with 3 or more instances in the layout:
cell type	instances
nor2_1	4
dfrtp_1	4
clkbuf_4	3
clkdlybuf4s50_1	3
worst paths after layout:
| path | end | slack [ps] | start | depth (start not counted) |
|---|---|---|---|---|
| max | current_state[3]$_DFF_PP0_ | 190 | inp | 2 |
| min | current_state[3]$_DFF_PP0_ | 170 | reset | 2 |
| max reg2reg | current_state[2]$_DFF_PP0_ | 190 | current_state[4]$_DFF_PP0_ | 2 |
| min reg2reg | current_state[3]$_DFF_PP0_ | 500 | current_state[2]$_DFF_PP0_ | 1 |
| max in group asynchronous | current_state[0]$_DFF_PP1_ | 690 | reset | 2 |
| min in group clk0 | current_state[3]$_DFF_PP0_ | 500 | current_state[2]$_DFF_PP0_ | 1 |
Power is estimated from default activity; no workload was simulated.
