==> design/flow/design.v <==
module SRAM(
	input[3:0] dataIn,  
	input[2:0] address,  
	input chipSelect, writeEnable,
	output[3:0] dataOut
);
	reg[3:0] ram[7:0];
	reg[3:0] tmp;
	always @(*) begin
		if(chipSelect) if(writeEnable) begin
				ram[address] <= dataIn;
				tmp<=4'bxxxx;
			end
			else tmp<=ram[address];
		else tmp<=4'bxxxx;
	end
	assign dataOut=tmp;
endmodule
module SRAM_h_cascading(
	input[7:0] dataInp,
	input[2:0] address,
	input writeEnable, chipSelect,
	output[7:0] dataOutp);
	SRAM ram0(.dataIn(dataInp[3:0]), .address(address),
	.writeEnable(writeEnable), .chipSelect(chipSelect), .dataOut(dataOutp[3:0]));
	SRAM ram1(dataInp[7:4], address, 
	chipSelect, writeEnable, dataOutp[7:4]);
endmodule
==> design/flow/run.sh <==
#!/bin/bash
# OpenROAD 26Q1-2900-gdf79404cd8, Yosys 0.63+post, stock flow scripts
make -C /OpenROAD-flow-scripts/flow DESIGN_CONFIG=/design/flow/config.mk WORK_HOME=/design/flow/orfs finish
==> design/flow/config.mk <==
export PLATFORM = sky130hd
export DESIGN_NAME = SRAM_h_cascading
export DESIGN_NICKNAME = SRAM_h_cascading
export VERILOG_FILES = /design/flow/design.v
export SDC_FILE = /design/flow/constraint.sdc
export NUM_CORES = 4
export LEC_CHECK = 1
export CORE_UTILIZATION = 30
==> design/flow/constraint.sdc <==
current_design SRAM_h_cascading

set clk_period 2.9
set clk_io_pct 0.2

create_clock -name clk0 -period $clk_period

set non_clock_inputs [all_inputs -no_clocks]
set_input_delay [expr $clk_period * $clk_io_pct] -clock clk0 $non_clock_inputs
set_output_delay [expr $clk_period * $clk_io_pct] -clock clk0 [all_outputs]
==> deck_impl_summary.md <==
Key Metrics from the Run

Worst setup path
  • Data required time of the critical path: ~2.3 ns
  • Crit path max-delay cell type: sky130_fd_sc_hd__or3_4
  • Data arrival time of the worst path: 2.01 ns
  • CP max stage delay: ~0.40 ns
  • Critical path's top delay family: buffers and inverters
  • Startpoint class of the critical path: primary input
  • WP buf/inv: 4
  • Crit end category: output pin
  • CP max FO: 8
  • Worst path cell trace: dlymetal6s2s_1 -> buf_6 -> or3_4 -> buf_8 -> o22a_1 -> clkdlybuf4s50_1
  • Critical Setup Path Class: in -> out

Synth
  • Number of warnings issued by yosys: 2
  • Unique cell types: 24
  • Total standard cell area after synthesis: 1610 µm²
  • Cell count after synthesis: ~150
  • Number of register bits inferred by synthesis: 64
  • Chip Area, Yosys: 1610 µm²
  • # Cells Yosys: roughly 150
  • Mean cell area of the mapped netlist: about 11 µm²

Routing
  • First-pass iteration count of the detailed router: 4
  • Average wire per cell in the routed design: around 14 µm
  • DRT antenna net count: 0
  • Via count of the routed design: between 1000 and 1500
  • Count of antenna diodes in the layout: 0
  • Number of violations reported at the end of detailed-routing iteration 0: around 44
  • Final routed DRC violation total: 0
  • Routed WL: 3.40 mm
  • Detail-routed via count per cell: 4.51

Timing
  • F_max: around 390 MHz
  • Minimum clock period: around 2.6 ns
  • Slew Limit Headroom: 75.1%
  • Slew at the pin with the worst max-slew slack: roughly 0.37 ns
  • Final Setup Violations: 0
  • Final tally of max-slew violations: 0
  • RSZ-0062 raised after global routing: false
  • Post-layout period usage: between 80% and 90%
  • Worst hold margin: 2.03 ns
  • Register pins left without a clock: around 64
  • Count of endpoints without a timing constraint: about 64
  • Number of endpoints with negative hold slack in the final report: 0

Floorplan
  • Total Die Area: approximately 5700 µm²
  • Number of primary I/O pins: 21
  • Die height: 75.2 µm
  • Die x size: 75.2 µm
  • Area of the core region: 5140 µm²
  • Floorplan utilization: a little under a third
  • Std cell rows: 26

Flow run
  • Count of maximum capacitance violations: 0
  • Number of warnings in the stage logs: 32

Power and ir drop
  • Cell Pwr Density: around 120 nW/µm²
  • Largest voltage drop on the vdd net: slightly below 0.00005 V
  • Lkg Pwr: roughly 0.00096 µW

Clock tree
  • Post-CTS setup repair buffer count: 0

GRT
  • Vias in the first global route: 1043
  • Aggregate global routing overflow: 0
  • Largest net degree at the start of global routing: 19
  • Total global routing track utilization: around 13%
  • Initial antenna violation count: 0
  • First-pass GRT wire length: roughly 5.2 mm

Run status
  • Result of the run: finished clean

Final layout
  • Layout area overhead: 28.0%
  • Commonest non-fill, non-tap cell in the layout: sky130_fd_sc_hd__dlxtn_1
  • Final-layout fill cell count: 512
  • Proportion of layout cells with a drive suffix above 1: around 17%
  • Post-layout instance count excluding filler cells: about 250
  • Most frequent cells in the layout: sky130_fd_sc_hd__dlxtn_1 (64), sky130_fd_sc_hd__mux2i_1 (19), sky130_fd_sc_hd__clkdlybuf4s50_1 (18)

Worst hold path
  • Path class of the lowest-slack min-delay path: in -> out

Placement
  • Routability congestion estimate from global placement: 0.841
  • Detail Placement HPWL: about 2.4 mm
  • Count of input and output buffers: 21
  • Placed cell count: around 250
==> worst paths after layout <==
path,cells after the start,start,slack [ns],end
worst max-delay path,6,address[0],0.31,dataOutp[7]
worst min-delay path,5,address[2],2.03,dataOutp[1]
==> repair_timing <==
action,in CTS,in global routing
setup endpoints to repair,6,8
pin swaps,0,1
hold buffers,0,0
resized,3,14
==> final cells by class <==
cell class | instances | area [µm²] | share of cell area (%)
flip-flops and latches | 64 | 961 | 46.7
inverters | 2 | 7.51 | 0.365
multi-input cells | 75 | 611 | 29.7
well taps | 70 | 87.6 | 4.26
repair buffers | 38 | 389 | 18.9
==> logic make-up (layout without fill, tap and decap cells) <==
logic type | count (synthesis) | count (layout) | synth area share, %
latches | 64 | 64 | 59.8
simple gates | 29 | 29 | 9.03
compound gates | 24 | 24 | 11.4
mux | 22 | 22 | 14.6
buf+inv | 10 | 40 | 5.06
==> layer usage <==
layer	vias to the layer above	routed length, µm	global-route usage (%)
li1	585	-	-
met1	514	1830	21.1
met2	24	1470	20.3
met3	0	106	0.543
met4	0	0	0.617
met5	-	0	0
==> synthesized netlist by cell type (all sizes together) <==
| master | number | area [µm²] |
|---|---|---|
| dlxtn | 64 | 961 |
| mux2i | 19 | 190 |
| nand2 | 9 | 33.8 |
| buf | 8 | 73.8 |
| nor2 | 7 | 26.3 |
| a211oi | 6 | 45.0 |
| nor3b | 6 | 45.0 |
| o22a | 6 | 52.6 |
| o22ai | 6 | 37.5 |
| nand3 | 3 | 15.0 |
| a21oi | 2 | 10.0 |
| inv | 2 | 7.51 |
| mux2 | 2 | 22.5 |
| a211o | 1 | 8.76 |
| a41oi | 1 | 16.3 |
| mux4 | 1 | 22.5 |
| nand2b | 1 | 6.26 |
| nor2b | 1 | 6.26 |
| o21ai | 1 | 5.00 |
| o221ai | 1 | 8.76 |
| or2 | 1 | 6.26 |
| or3 | 1 | 6.26 |
==> flip-flops by register name (all words and copies together), names as in the netlist <==
signal    flops
ram0.ram     32
ram1.ram     32
==> power breakdown <==
part | leakage (µW) | switching [µW] | internal, µW
combinational | 0.000442 | 68.8 | 96.0
clock | 0 | 0 | 0
sequential | 0.000521 | 9.87 | 62.9
total | 0.000963 | 78.7 | 159
==> worst min-delay path, delay by kind of cell <==
family | cells | cell delay, ns
buffers and inverters | 3 | 0.75
AND-OR/OR-AND | 1 | 0.06
AND/OR/NAND/NOR | 1 | 0.06
==> per-stage QoR <==
| stage | setup TNS, ns | power (µW) | util, % | instance area (µm²) | worst slack [ns] |
|---|---|---|---|---|---|
| final | 0 | 238 | 40.0 | 2060 | 0.315 |
| after detailed placement | -0.0939 | 229 | 38.6 | 1980 | -0.0255 |
| after global placement | -0.185 | 228 | 38.6 | 1980 | -0.0419 |
| after CTS | 0 | 232 | 38.8 | 1990 | 0.000960 |
| after floorplan | 0 | 147 | - | 1610 | 1.04 |
| after global routing | 0 | 257 | 40.0 | 2060 | 0.263 |
Power figures rest on the tool's default switching activity, not on a simulated workload.
